## flow/config.mk

```make
export PLATFORM = sky130hd
export DESIGN_NAME = ripple_carry_adder
export DESIGN_NICKNAME = ripple_carry_adder
export VERILOG_FILES = /design/flow/design.v
export SDC_FILE = /design/flow/constraint.sdc
export NUM_CORES = 4
export LEC_CHECK = 1
export CORE_AREA = 10 10 70 70
export DIE_AREA = 0 0 80 80
```

## flow/constraint.sdc

```tcl
current_design ripple_carry_adder

set clk_period 3.8
set clk_io_pct 0.2

create_clock -name clk0 -period $clk_period

set non_clock_inputs [all_inputs -no_clocks]
set_input_delay [expr $clk_period * $clk_io_pct] -clock clk0 $non_clock_inputs
set_output_delay [expr $clk_period * $clk_io_pct] -clock clk0 [all_outputs]
```

## flow/design.v

```verilog
module full_adder(
  input a, b, cin,
  output sum, cout
);
  assign {sum, cout} = {a^b^cin, ((a & b) | (b & cin) | (a & cin))};
endmodule
module ripple_carry_adder #(parameter SIZE = 4) (
  input [SIZE-1:0] A, B, 
  input Cin,
  output [SIZE-1:0] S, Cout);
  genvar g;
  full_adder fa0(A[0], B[0], Cin, S[0], Cout[0]);
  generate   
    for(g = 1; g<SIZE; g++) begin
      full_adder fa(A[g], B[g], Cout[g-1], S[g], Cout[g]);
    end
  endgenerate
endmodule
```

## flow/run.sh

```bash
#!/bin/bash
# OpenROAD 26Q1-2900-gdf79404cd8, Yosys 0.63+post, stock flow scripts
make -C /OpenROAD-flow-scripts/flow DESIGN_CONFIG=/design/flow/config.mk WORK_HOME=/design/flow/orfs finish
```

==> results.txt <==
Status of the implementation.

- Timing analysis after detailed placement gives a worst setup slack of -0.312 ns.
- Across all checked pins, the minimum headroom to the slew limit is 93.5%.
- The hold path endpoint is S[3], for reference.
- In the log, the iteration count for the first detailed-route pass is 1.
- Max-cap violations in this run came to 0.
- Per report_power, the clock group accounts for 0% of the total.
- Detailed placement ended at an HPWL of 447 um.
- Looking at hold timing, the worst path starts from B[3].
- The run finished with clean final reports.
- The vertical die dimension is 80 um, for reference.
- The count of routing violations after the opening detailed-route iteration is 0, for reference.
- The number of different library cells used by synthesis comes to 3.
- The relative contribution of combinational cells to total power is 100.0%, for reference.
- The number of I/O pins is 17, for reference.
- The worst setup margin is 0.232 ns, for reference.
- Summed over all layers, the routed wires come to 457 um.
- In the routed netlist, the antenna diode instances number 0.
- The area share of the largest cell type after synthesis is 45.1%, for reference.
- In the final timing run, aggregate negative setup slack is 0 ns.
- The script extracted a net switching power of 12.0 uW.
- The first global-routing pass estimated 676 um of wire.
- The path class of the tightest hold or removal check is in -> out.
- Post-route period utilization is reported as 93.9%.
- Synthesis produced a netlist whose cell count is 22.
- The switching portion of total power is 28.6%, for reference.
- The worst endpoint required time is 3.04 ns, for reference.
- The number of setup buffers added after CTS is 0, for reference.
- By instance count after routing, the leading logic cell types are sky130_fd_sc_hd__clkdlybuf4s50_1 (13), sky130_fd_sc_hd__inv_1 (5), sky130_fd_sc_hd__inv_2 (5).
- The final report lists the setup-violating endpoint count as 0.
- The via count of the routed design is 146, for reference.
- The number of filler instances in the final layout is 403, for reference.
- Summing all flip-flop and latch instances after layout gives 0 um^2.
- The routed design shows a wire length per standard cell of 5.94 um.
- Pins over their slew limit in the final report were tallied at 0.
- The clock buffer instance count of the final layout is 0, for reference.
- The highest supply drop recorded on VDD is 29.9 uV.
- The global-route usage over all layers is 1.30%, for reference.
- After synthesis, the design contains 22 cells according to Yosys.
- The chip area is 6400 um^2, for reference.
- The highest fanout seen on the critical path is 2, for reference.
- The part of the total power dissipated in sequential elements is 0%, for reference.
- The detail-routed via count per cell is 1.90, for reference.
- Warnings raised by the tools during the run amount to 32.
- STA classifies the critical path endpoint as an output port.
- The total grt overflow is 0, for reference.
- The most common cell after layout, fill and taps aside is sky130_fd_sc_hd__clkdlybuf4s50_1, for reference.
- Total power normalized to cell area comes to 121 nW/um^2.
- The shortest period the worst path allows is 3.57 ns, for reference.
- According to the Yosys statistics, the synthesized design has a chip area of 178 um^2.
- Setup repair after global routing left no endpoint under its margin.
- In this run the remaining antenna-violating nets after routing total 0.
- The number of global-route vias before repair is 171, for reference.
- The sequential fraction of the synthesis area is 0%, for reference.
- The final count of hold timing violations is 0, for reference.
- Entering global routing, the biggest net connects 3 pins.
- The cell type that accounts for the most area after synthesis is sky130_fd_sc_hd__fa_1.
- Compared with the post-synthesis result, the final layout area differs by 95.8%.
- The setup path with the least slack is of type in -> out.
- The core region is 3420 um^2.
- The total number of yosys warnings is 0, for reference.
- The startpoint class of the critical path is an input port, for reference.
- The report gives the cell count of the worst hold path as 5.
- The post-route netlist has 25.8% of its cells at a drive strength greater than 1.
- Yosys attributes the largest share of cell area to sky130_fd_sc_hd__fa_1 (45%), sky130_fd_sc_hd__buf_4 (34%), sky130_fd_sc_hd__inv_1 (21%).
- The fmax is 280 MHz, for reference.
- The number of cell rows is 21, for reference.
- The internal power consumption is 30.0 uW, for reference.
- The leakage power is 0.000147 uW, for reference.
- The critical path arrival is 2.81 ns, for reference.
- In this design, the stage delay of the slowest critical-path cell is 0.46 ns.
- The timing report shows that the slowest cell on the worst path is sky130_fd_sc_hd__clkdlybuf4s50_1.
- Per the OpenROAD floorplan log, the width of the die is 80 um.
- A synthesized cell averages 8.08 um^2.
- The number of antenna violations at the first check in global routing is 0, for reference.
- Summing every instance area after synthesis gives 178 um^2.
- Per the detail_route report, DRC violations left total 0.
- The starting density of the core is 5.20%, for reference.
- The routability-driven placement congestion ratio is 0.776, for reference.
- The number of sequential storage elements is 0, for reference.
- Traced cell by cell, the critical path runs through dlygate4sd2_1 > inv_2 > fa_2 > inv_2 > fa_2 > fa_2 > inv_2 > fa_1 > inv_1 > clkdlybuf4s50_1.
- The number of buffers added on ports is 17, for reference.
- The final standard cell utilization of the core is 10.2%, for reference.
- For the pin with the worst max-slew slack, the measured transition is 0.0974 ns.
[power by group through the flow]
stage,Combinational (uW),Sequential [uW],Clock [uW]
5_1_grt,49.1,0,0
6_report,42.0,0,0
4_1_cts,43.8,0,0
[cells by family (layout without fill, tap and decap cells)]
family | after synthesis | in the layout | share of synthesized area (%)
adder cells (fa/ha/maj) | 4 | 4 | 45.1
buffers and inverters | 18 | 27 | 54.9
[timing repair]
action	4_1_cts	5_1_grt
hold buffers	0	0
hold endpoints to repair	0	0
gates resized	12	0
endpoints found under the setup margin	2	0
[critical path, delay by kind of cell]
family | cells | cell delay [ns]
adders and majority gates | 4 | 1.16
buffers and inverters | 6 | 0.88
[metal layers]
metal  wire length, um  up-vias  GRT usage (%)
met4                 0        0              0
met3               138        0           1.48
met2               113       16           1.52
li1                  -       66              -
met5                 0        -              0
met1               205       64           1.61
[metrics by stage]
step | power (uW) | hold WS, ns | instance area [um^2] | cells
CTS | 43.8 | 2.42 | 348 | 77
detailed placement | 44.2 | 2.57 | 345 | 77
global placement | 43.7 | 2.56 | 345 | 77
floorplan | 23.4 | 1.74 | 178 | 22
finish | 42.0 | 2.41 | 348 | 77
global route | 49.1 | 2.46 | 348 | 77
[worst max path at each step]
stage                 from  endpoint  slack (ns)  depth (start not counted)
final                  Cin   Cout[3]        0.23                         10
after CTS              Cin   Cout[3]        0.20                         10
after global routing   Cin   Cout[3]        0.11                         10
[synthesized netlist by cell type]
master,instances
sky130_fd_sc_hd__fa_1,4
sky130_fd_sc_hd__inv_1,10
sky130_fd_sc_hd__buf_4,8
[layout make-up]
type / instances / area [um^2] / share of cell area [%]
Timing Repair Buffer: 17 / 165 / 47.5
Inverter: 10 / 37.5 / 10.8
Multi-Input combinational cell: 4 / 87.6 / 25.2
Tap cell: 46 / 57.6 / 16.5
Power and IR drop assume default switching activity.
